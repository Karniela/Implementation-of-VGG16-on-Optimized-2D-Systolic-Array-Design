--- /design/flow/constraint.sdc ---
current_design compress

set clk_period 21.1
set clk_io_pct 0.2

create_clock -name clk0 -period $clk_period

set non_clock_inputs [all_inputs -no_clocks]
set_input_delay [expr $clk_period * $clk_io_pct] -clock clk0 $non_clock_inputs
set_output_delay [expr $clk_period * $clk_io_pct] -clock clk0 [all_outputs]
--- /design/flow/config.mk ---
export PLATFORM = sky130hd
export DESIGN_NAME = compress
export DESIGN_NICKNAME = compress
export VERILOG_FILES = /design/flow/design.v
export SDC_FILE = /design/flow/constraint.sdc
export NUM_CORES = 4
export LEC_CHECK = 1
export CORE_UTILIZATION = 40
--- /design/flow/run.sh ---
#!/bin/bash
# OpenROAD 26Q1-2900-gdf79404cd8, Yosys 0.63+post, stock flow scripts
make -C /OpenROAD-flow-scripts/flow DESIGN_CONFIG=/design/flow/config.mk WORK_HOME=/design/flow/orfs finish
--- /design/flow/design.v ---
module compress #(
	parameter IN_WIDTH = 128,
	parameter OUT_WIDTH = 73
)
(
	in, 
	out,
	doable
);
	input  [IN_WIDTH-1:0] in;
	output [OUT_WIDTH-1:0] out;
	output reg                 doable;
	reg [7:0] comp;
	wire [15:0] org [0:7];
	wire [3:0] count;
	reg [7:0] comped;
	reg [OUT_WIDTH-1:0] out_temp;
	integer i;
	assign count = comped[0] + comped[1] + comped[2] + comped[3] + comped[4] + comped[5] + comped[6] + comped[7];
	assign out = out_temp;
	assign org[0] = in[15:0];
	assign org[1] = in[31:16];
	assign org[2] = in[47:32];
	assign org[3] = in[63:48];
	assign org[4] = in[79:64];
	assign org[5] = in[95:80];
	assign org[6] = in[111:96];
	assign org[7] = in[127:112];
	always @ (*) begin
		case(in[15:0])
			16'h0000: begin comp[0] = 1'b0; comped[0] = 1'b1; end
			16'hFFFF: begin comp[0] = 1'b1; comped[0] = 1'b1; end
			default:  begin comp[0] = 1'b0; comped[0] = 1'b0; end
		endcase
		case(in[31:16])
			16'h0000: begin comp[1] = 1'b0; comped[1] = 1'b1; end
			16'hFFFF: begin comp[1] = 1'b1; comped[1] = 1'b1; end
			default:  begin comp[1] = 1'b0; comped[1] = 1'b0; end
		endcase
		case(in[47:32])
			16'h0000: begin comp[2] = 1'b0; comped[2] = 1'b1; end
			16'hFFFF: begin comp[2] = 1'b1; comped[2] = 1'b1; end
			default:  begin comp[2] = 1'b0; comped[2] = 1'b0; end
		endcase
		case(in[63:48])
			16'h0000: begin comp[3] = 1'b0; comped[3] = 1'b1; end
			16'hFFFF: begin comp[3] = 1'b1; comped[3] = 1'b1; end
			default:  begin comp[3] = 1'b0; comped[3] = 1'b0; end
		endcase
		case(in[79:64])
			16'h0000: begin comp[4] = 1'b0; comped[4] = 1'b1; end
			16'hFFFF: begin comp[4] = 1'b1; comped[4] = 1'b1; end
			default:  begin comp[4] = 1'b0; comped[4] = 1'b0; end
		endcase
		case(in[95:80])
			16'h0000: begin comp[5] = 1'b0; comped[5] = 1'b1; end
			16'hFFFF: begin comp[5] = 1'b1; comped[5] = 1'b1; end
			default:  begin comp[5] = 1'b0; comped[5] = 1'b0; end
		endcase
		case(in[111:96])
			16'h0000: begin comp[6] = 1'b0; comped[6] = 1'b1; end
			16'hFFFF: begin comp[6] = 1'b1; comped[6] = 1'b1; end
			default:  begin comp[6] = 1'b0; comped[6] = 1'b0; end
		endcase
		case(in[127:112])
			16'h0000: begin comp[7] = 1'b0; comped[7] = 1'b1; end
			16'hFFFF: begin comp[7] = 1'b1; comped[7] = 1'b1; end
			default:  begin comp[7] = 1'b0; comped[7] = 1'b0; end
		endcase
	end
	always @ (*) begin
		if (comped[3:0] == 4'b1111)          begin out_temp = {1'b0, org[7], org[6], org[5], org[4], comp[3], comp[2], comp[1], comp[0], 4'b0000}; doable = 1'b1; end 
		else if (comped[4:0] == 5'b11110)    begin out_temp = {1'b0, org[7], org[6], org[5], org[0], comp[4], comp[3], comp[2], comp[1], 4'b0001}; doable = 1'b1; end 
		else if (comped[4:0] == 5'b11101)    begin out_temp = {1'b0, org[7], org[6], org[5], org[1], comp[4], comp[3], comp[2], comp[0], 4'b0010}; doable = 1'b1; end 
		else if (comped[4:0] == 5'b11011)    begin out_temp = {1'b0, org[7], org[6], org[5], org[2], comp[4], comp[3], comp[1], comp[0], 4'b0011}; doable = 1'b1; end 
		else if (comped[4:0] == 5'b10111)    begin out_temp = {1'b0, org[7], org[6], org[5], org[3], comp[4], comp[2], comp[1], comp[0], 4'b0100}; doable = 1'b1; end 
		else if (comped[5:0] == 6'b111100)   begin out_temp = {1'b0, org[7], org[6], org[1], org[0], comp[5], comp[4], comp[3], comp[2], 4'b0101}; doable = 1'b1; end 
		else if (comped[5:0] == 6'b111010)   begin out_temp = {1'b0, org[7], org[6], org[2], org[0], comp[5], comp[4], comp[3], comp[1], 4'b0110}; doable = 1'b1; end
		else if (comped[5:0] == 6'b111001)   begin out_temp = {1'b0, org[7], org[6], org[2], org[1], comp[5], comp[4], comp[3], comp[0], 4'b0111}; doable = 1'b1; end 
		else if (comped[5:0] == 6'b110110)   begin out_temp = {1'b0, org[7], org[6], org[3], org[0], comp[5], comp[4], comp[2], comp[1], 4'b1000}; doable = 1'b1; end 
		else if (comped[5:0] == 6'b110101)   begin out_temp = {1'b0, org[7], org[6], org[3], org[1], comp[5], comp[4], comp[2], comp[0], 4'b1001}; doable = 1'b1; end 
		else if (comped[5:0] == 6'b110011)   begin out_temp = {1'b0, org[7], org[6], org[3], org[2], comp[5], comp[4], comp[1], comp[0], 4'b1010}; doable = 1'b1; end
		else if (comped[5:0] == 6'b101110)   begin out_temp = {1'b0, org[7], org[6], org[4], org[0], comp[5], comp[3], comp[2], comp[1], 4'b1011}; doable = 1'b1; end 
		else if (comped[5:0] == 6'b101101)   begin out_temp = {1'b0, org[7], org[6], org[4], org[1], comp[5], comp[3], comp[2], comp[0], 4'b1100}; doable = 1'b1; end
		else if (comped[5:0] == 6'b101011)   begin out_temp = {1'b0, org[7], org[6], org[4], org[2], comp[5], comp[3], comp[1], comp[0], 4'b1101}; doable = 1'b1; end 
		else if (comped[5:0] == 6'b100111)   begin out_temp = {1'b0, org[7], org[6], org[4], org[3], comp[5], comp[2], comp[1], comp[0], 4'b1110}; doable = 1'b1; end 
		else if (comped[6:0] == 7'b1110001)  begin out_temp = {1'b0, org[7], org[3], org[2], org[1], comp[6], comp[5], comp[4], comp[0], 4'b1111}; doable = 1'b1; end 
		else if (comped[6:0] == 7'b1110010)  begin out_temp = {1'b1, org[7], org[3], org[2], org[0], comp[6], comp[5], comp[4], comp[1], 4'b0000}; doable = 1'b1; end 
		else if (comped[6:0] == 7'b1110100)  begin out_temp = {1'b1, org[7], org[3], org[1], org[0], comp[6], comp[5], comp[4], comp[2], 4'b0001}; doable = 1'b1; end 
		else if (comped[6:0] == 7'b1111000)  begin out_temp = {1'b1, org[7], org[2], org[1], org[0], comp[6], comp[5], comp[4], comp[3], 4'b0010}; doable = 1'b1; end 
		else if (comped[6:0] == 7'b1100011)  begin out_temp = {1'b1, org[7], org[4], org[3], org[2], comp[6], comp[5], comp[1], comp[0], 4'b0011}; doable = 1'b1; end 
		else if (comped[6:0] == 7'b1100101)  begin out_temp = {1'b0, org[7], org[4], org[3], org[1], comp[6], comp[5], comp[2], comp[0], 4'b0100}; doable = 1'b1; end 
		else if (comped[6:0] == 7'b1100110)  begin out_temp = {1'b1, org[7], org[4], org[3], org[0], comp[6], comp[5], comp[2], comp[1], 4'b0101}; doable = 1'b1; end 
		else if (comped[6:0] == 7'b1101001)  begin out_temp = {1'b1, org[7], org[4], org[2], org[1], comp[6], comp[5], comp[3], comp[0], 4'b0110}; doable = 1'b1; end 
		else if (comped[6:0] == 7'b1101010)  begin out_temp = {1'b1, org[7], org[4], org[2], org[0], comp[6], comp[5], comp[3], comp[1], 4'b0111}; doable = 1'b1; end 
		else if (comped[6:0] == 7'b1101100)  begin out_temp = {1'b1, org[7], org[4], org[1], org[0], comp[6], comp[5], comp[3], comp[2], 4'b1000}; doable = 1'b1; end 
		else if (comped[7:0] == 8'b11110000) begin out_temp = {1'b1, org[3], org[2], org[1], org[0], comp[7], comp[6], comp[5], comp[4], 4'b1001}; doable = 1'b1; end 
		else if (comped[7:0] == 8'b10001110) begin out_temp = {1'b1, org[6], org[5], org[4], org[0], comp[7], comp[3], comp[2], comp[1], 4'b1010}; doable = 1'b1; end 
		else if (comped[7:0] == 8'b10110100) begin out_temp = {1'b1, org[6], org[3], org[1], org[0], comp[7], comp[5], comp[4], comp[2], 4'b1011}; doable = 1'b1; end 
		else if (comped[7:0] == 8'b10110001) begin out_temp = {1'b1, org[6], org[3], org[2], org[1], comp[7], comp[5], comp[4], comp[0], 4'b1100}; doable = 1'b1; end 
		else if (comped[7:0] == 8'b10001110) begin out_temp = {1'b1, org[6], org[5], org[4], org[0], comp[7], comp[3], comp[2], comp[1], 4'b1101}; doable = 1'b1; end 
		else                                 begin out_temp = in[71:0];  doable = 1'b0; end
	end
endmodule
module decompress #(
	parameter IN_WIDTH = 73,
	parameter OUT_WIDTH = 128
)
(
	in, 
	out
);
	input  [IN_WIDTH-1:0] in;
	output [OUT_WIDTH-1:0] out;
	wire [15:0] org [0:3];
	reg [OUT_WIDTH-1:0] out_temp;
	assign out = out_temp;
	assign org[0] = in[23:8];
	assign org[1] = in[39:24];
	assign org[2] = in[55:40];
	assign org[3] = in[71:56];
	always @ (*) begin
		case ({in[72], in[3:0]})
		    5'b00000: out_temp = {org[3],     org[2],     org[1],      org[0],     {16{in[7]}}, {16{in[6]}},  {16{in[5]}}, {16{in[4]}}}; 
		    5'b00001: out_temp = {org[3],     org[2],     org[1],     {16{in[7]}}, {16{in[6]}}, {16{in[5]}},  {16{in[4]}},  org[0]}   ; 
		    5'b00010: out_temp = {org[3],     org[2],     org[1],     {16{in[7]}}, {16{in[6]}}, {16{in[5]}},   org[0],    {16{in[4]}}}; 
		    5'b00011: out_temp = {org[3],     org[2],     org[1],     {16{in[7]}}, {16{in[6]}},   org[0],     {16{in[5]}}, {16{in[4]}}}; 
		    5'b00100: out_temp = {org[3],     org[2],     org[1],     {16{in[7]}},  org[0],    {16{in[6]}},   {16{in[5]}}, {16{in[4]}}}; 
		    5'b00101: out_temp = {org[3],     org[2],     {16{in[7]}}, {16{in[6]}}, {16{in[5]}}, {16{in[4]}},  org[1],     org[0]}; 
		    5'b00110: out_temp = {org[3],     org[2],     {16{in[7]}}, {16{in[6]}}, {16{in[5]}},  org[1],     {16{in[4]}},  org[0]}; 
		    5'b00111: out_temp = {org[3],     org[2],     {16{in[7]}}, {16{in[6]}}, {16{in[5]}},  org[1],      org[0],    {16{in[4]}}}; 
		    5'b01000: out_temp = {org[3],     org[2],     {16{in[7]}}, {16{in[6]}},  org[1],    {16{in[5]}},  {16{in[4]}},  org[0]};
		    5'b01001: out_temp = {org[3],     org[2],     {16{in[7]}}, {16{in[6]}},  org[1],    {16{in[5]}},   org[0],    {16{in[4]}}}; 
		    5'b01010: out_temp = {org[3],     org[2],     {16{in[7]}}, {16{in[6]}},  org[1],     org[0],      {16{in[5]}}, {16{in[4]}}}; 
		    5'b01011: out_temp = {org[3],     org[2],     {16{in[7]}},  org[1],     {16{in[6]}}, {16{in[5]}}, {16{in[4]}}, org[0] }; 
		    5'b01100: out_temp = {org[3],     org[2],     {16{in[7]}},   org[1],     {16{in[6]}}, {16{in[5]}},  org[0],      {16{in[4]}}};
			5'b01101: out_temp = {org[3],     org[2],     {16{in[7]}},   org[1],     {16{in[6]}},  org[0],     {16{in[5]}},   {16{in[4]}}};
			5'b01110: out_temp = {org[3],     org[2],     {16{in[7]}},   org[1],      org[0],     {16{in[6]}}, {16{in[5]}},   {16{in[4]}}};
			5'b01111: out_temp = {org[3],     {16{in[7]}}, {16{in[6]}}, {16{in[5]}},  org[2],     org[1],     org[0],    {16{in[4]}}}; 
		    5'b10000: out_temp = {org[3],     {16{in[7]}}, {16{in[6]}}, {16{in[5]}},  org[2],     org[1],    {16{in[4]}},  org[0]}; 
		    5'b10001: out_temp = {org[3],     {16{in[7]}}, {16{in[6]}}, {16{in[5]}},  org[3],    {16{in[4]}},  org[1],     org[0]}; 
		    5'b10010: out_temp = {org[3],     {16{in[7]}}, {16{in[6]}}, {16{in[5]}}, {16{in[4]}},  org[2],     org[1],     org[0]};
			5'b10011: out_temp = {org[3],     {16{in[7]}}, {16{in[6]}},   org[2],     org[1],     org[0],    {16{in[5]}}, {16{in[4]}}  };
			5'b10100: out_temp = {org[3],     {16{in[7]}}, {16{in[6]}},   org[2],     org[1],    {16{in[5]}},    org[0],   {16{in[4]}}  };
			5'b10101: out_temp = {org[3],     {16{in[7]}}, {16{in[6]}},   org[2],     org[1],    {16{in[5]}},   {16{in[4]}},   org[0]};
			5'b10110: out_temp = {org[3],     {16{in[7]}}, {16{in[6]}},   org[2],   {16{in[5]}},  org[1],         org[0],  {16{in[4]}}  };
			5'b10111: out_temp = {org[3],     {16{in[7]}}, {16{in[6]}},   org[2],   {16{in[5]}},  org[1],       {16{in[4]}},    org[0] };
			5'b11000: out_temp = {org[3],     {16{in[7]}}, {16{in[6]}},   org[2],   {16{in[5]}},   {16{in[4]}},    org[1],    org[0] };
			5'b11001: out_temp = {{16{in[7]}}, {16{in[6]}}, {16{in[5]}}, {16{in[4]}},   org[3],    org[2],     org[1],     org[0]}; 
			5'b11010: out_temp = {{16{in[7]}},  org[3],    org[2],         org[1],   {16{in[6]}},    {16{in[5]}},   {16{in[4]}},       org[0] };
			5'b11011: out_temp = {{16{in[7]}},  org[3],    {16{in[6]}},  {16{in[5]}},   org[2],        {16{in[4]}},  org[1],       org[0] };
			5'b11100: out_temp = {{16{in[7]}},  org[3],    {16{in[6]}},  {16{in[5]}},   org[2],        org[1],       org[0], {16{in[4]}} };
			5'b11100: out_temp = {{16{in[7]}},  org[3],    org[2],        org[1],      {16{in[6]}},  {16{in[5]}},      {16{in[4]}},    org[0]};
		endcase
	end
endmodule
==> impl_metrics.env <==
# source this file to load flow results
export IMPL_status="completed"
export IMPL_synth_cell_types=84
export IMPL_ys_cells=1413
export IMPL_die_w_um=148
export IMPL_antenna_found_initial=6
export IMPL_wl_per_cell_um=37.0
export IMPL_ctsHoldBuffers=0
export IMPL_ant_nets=0
export IMPL_syn_to_final_growth_pct=26.6
export IMPL_firstDrtPassIters=15
export IMPL_holdPathStages=4
export IMPL_worst_endpoint_required_ps=16880
export IMPL_regArea_sq_um=0
export IMPL_ys_seq_share_pct=0
export IMPL_warnings=32
export IMPL_largest_area_cell="a21oi_1"
export IMPL_maxCapViolCount=0
export IMPL_final_area_sq_um=10800
export IMPL_min_to="out[47]"
export IMPL_clock_fmax_mhz=69.7
export IMPL_finalPower_uw=118
export IMPL_min_from="in[103]"
export IMPL_hold_ws_ps=9440
export IMPL_swShare_pct=59.4
export IMPL_ys_warn_count=1
export IMPL_p_leak_uw=0.00387
export IMPL_peakVddDrop_mv=0.0106
export IMPL_startpoint_type="input pin"
export IMPL_worst_slew_pin_slew_ps=1230
export IMPL_io_buffer_count=202
export IMPL_finalCriticalPeriod_ps=14350
export IMPL_grt_usage_pct=60.8
export IMPL_grt_max_degree=41
export IMPL_syn_area_sq_um=8560
export IMPL_die_h_um=148
export IMPL_clkbuf_count=0
export IMPL_gp_congestion=1.18
export IMPL_crit_fanout=13
export IMPL_core_area_sq_um=21000
export IMPL_grt_pass1_wl_um=95500
export IMPL_die_area_sq_um=22000
export IMPL_initial_utilization_pct=40.7
export IMPL_fp_row_count=53
export IMPL_slew_limit_headroom_pct=17.9
export IMPL_pin_count=202
export IMPL_syn_inst=1413
export IMPL_wl_um=67100
export IMPL_drt_iter0_drc=2959
export IMPL_yosys_area_sq_um=8560
export IMPL_grt_overflow_total=0
export IMPL_cp_arrival_ps=10130
export IMPL_finalSetupViolCount=0
export IMPL_drc=0
export IMPL_via_count=15000
export IMPL_drive_above_1_share_pct=9.25
export IMPL_area_leaders="a21oi_1 (6.5%), o21ai_0 (6.0%), nor2_1 (5.8%)"
export IMPL_grt_pass1_vias=13800
export IMPL_flops=0
export IMPL_post_cts_resized=0
export IMPL_postCtsSetupBuffers=0
export IMPL_hp_class="input pin to output pin"
export IMPL_setup_tns_ps=0
export IMPL_hold_viol_final=0
export IMPL_period_used_pct=68.0
export IMPL_finalMaxSlewViolations=0
export IMPL_rsz0062_at_grt="no"
export IMPL_power_internal_uw=48.1
export IMPL_post_dp_cell_area_sq_um=10800
export IMPL_syn_area_per_cell_sq_um=6.06
export IMPL_switchingPower_uw=70.3
export IMPL_powerDensity_nw_per_um2=10.9
export IMPL_top_cell_area_share_pct=6.49
export IMPL_hpwlAfterDp_um=47500
export IMPL_setup_worst_path_class="input pin to output pin"
export IMPL_viasPerCell=8.28
export IMPL_end_kind="output pin"
placed cells by master (no fill, tap or decap), types with 7 or more instances in the layout:
master,synthesis,routed
mux2i_1,25,25
o21a_1,9,9
nor2_1,132,132
or4_1,12,12
a221o_1,24,24
o31ai_1,16,16
o211ai_1,28,28
a221oi_1,40,40
or3_1,11,11
nor3_1,38,37
o21ai_0,103,103
o21ai_1,27,27
nand4_1,48,48
nor4_1,46,42
nor4_2,4,7
a31oi_1,27,27
o22ai_1,55,55
o221ai_1,28,28
a22oi_1,41,41
a21oi_1,111,111
a21o_1,21,21
inv_1,10,10
a211o_1,8,8
nand3_1,75,75
buf_4,12,88
a211oi_1,46,46
clkdlybuf4s50_1,0,202
and4_1,16,16
nand2_1,131,131
a22o_1,9,9
per-layer routing:
layer / global-route usage [%] / part of all wire, % / up-vias
met3: 38.8 / 19 / 599
li1: - / - / 5941
met1: 69.9 / 33 / 6696
met4: 44.6 / 11 / 6
met5: 3.41 / 0.085 / -
met2: 79.8 / 36 / 1786
worst max-delay path by stage:
stage	from	endpoint	slack, ps	cells past startpoint
after CTS	in[27]	out[8]	7130	13
after global routing	in[27]	out[14]	6730	12
final	in[27]	out[8]	6750	13
through the flow:
stage               worst slack, ps  util (%)  instances
global route                   6730      51.5       1810
floorplan                      9990         -       1413
CTS                            7130      51.5       1810
finish                         6750      51.5       1814
detailed placement             7120      51.5       1810
global placement               6990      51.5       1810
critical path: stages:
cell and delay (ps):
clkdlybuf4s50_1 1020, nand4_1 300, or4_1 910, a22oi_1 1010
nand3_1 650, buf_4 410, o22ai_1 140, a31oi_1 90
a2111oi_0 410, o31ai_1 130, a21oi_1 290, a211oi_1 90
clkdlybuf4s50_1 430
cell type report:
type / count / area (sq um)
antenna: 4 / 10.0
inverter: 11 / 41.3
fill: 2082 / 10200
timing repair buffer: 290 / 2680
multi-input combinational: 1234 / 7760
tap: 275 / 344
Yosys cell counts (6+ instances only):
master	count
o211ai_1	28
o21ai_0	103
a211oi_1	46
a21o_1	21
or4_1	12
o21a_1	9
buf_4	12
a221oi_1	40
and4_1	16
o2111ai_1	6
a22oi_1	41
nor2_1	132
or3_1	11
nand3_1	75
nand4_1	48
o221ai_1	28
nor3_1	38
a211o_1	8
inv_1	10
nor4_1	46
clkbuf_1	71
a31oi_1	27
o31ai_1	16
nand2_1	131
buf_2	81
o22ai_1	55
a22o_1	9
a21oi_1	111
mux2i_1	25
a221o_1	24
o21ai_1	27
cell families (layout without fill, tap and decap cells):
logic type	after synthesis	in the layout	share of synthesized area, %
xor gates and xnor gates	4	4	0.497
and+or+nand+nor	555	555	34.0
buffers and inverters	179	301	9.84
AOI/OAI and AO/OA	649	649	52.7
other	0	4	0
adders and majority gates	1	1	0.117
muxes	25	25	2.92
power groups by stage:
stage | clock network, uW | logic [uW] | registers, uW
after global routing | 0 | 118 | 0
after CTS | 0 | 107 | 0
No activity file was given, so power comes from the tool's default toggle rates.
